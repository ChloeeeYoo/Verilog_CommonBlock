--- ./design.v ---
module RegisterFile #(
  parameter AWIDTH = 5,
  parameter DWIDTH = 16
)(
  input wire clk,
  input wire wr_en,
  input wire [AWIDTH-1:0] wr_addr,
  input wire [AWIDTH-1:0] rd_addr,
  input wire [DWIDTH-1:0] wr_data,
  output wire [DWIDTH-1:0] rd_data
);
  reg [DWIDTH-1:0] reg_file [0:2**AWIDTH-1];
  always @(posedge clk) begin
    if (wr_en) begin
      reg_file[wr_addr] <= wr_data;
    end
  end
  assign rd_data = reg_file[rd_addr];
endmodule
--- ./run.sh ---
#!/bin/bash
# OpenROAD 26Q1-2900-gdf79404cd8, Yosys 0.63+post, stock flow scripts
make -C /OpenROAD-flow-scripts/flow DESIGN_CONFIG=/design/flow/config.mk WORK_HOME=/design/flow/orfs finish
--- ./config.mk ---
export PLATFORM = sky130hd
export DESIGN_NAME = RegisterFile
export DESIGN_NICKNAME = RegisterFile
export VERILOG_FILES = /design/flow/design.v
export SDC_FILE = /design/flow/constraint.sdc
export NUM_CORES = 4
export LEC_CHECK = 1
export CORE_UTILIZATION = 30
--- ./constraint.sdc ---
current_design RegisterFile

set clk_period 5.7
set clk_io_pct 0.2

create_clock -name clk0 -period $clk_period [get_ports {clk}]

set non_clock_inputs [all_inputs -no_clocks]
set_input_delay [expr $clk_period * $clk_io_pct] -clock clk0 $non_clock_inputs
set_output_delay [expr $clk_period * $clk_io_pct] -clock clk0 [all_outputs]
==> results.py <==
# Synthesis and PnR figures
metrics = {
    "yosys": {
        "postSynthSeqShare_pct": 76.1,
        "top_cells_by_area": "edfxtp_1 76%, mux2i_1 13%, a22oi_1 2.4%",
        "synthFlopType": "edfxtp_1",
        "synth_flops": 512,
        "yosysTopAreaCell": "edfxtp_1",
        "most_common_cell": "edfxtp_1",
        "synthArstFlopShare_pct": 0,
        "synth_area_um2": 20200,
        "yosys_cells": 1127,
        "ys_types": 25,
        "avgSynthCellArea_um2": 17.9,
        "syn_inst": 1127,
        "top_cells_by_count": "512 x edfxtp_1, 256 x mux2i_1, 64 x a22oi_1, 34 x nand3_1",
        "edf_count": 512,
        "top_area_share_pct": 76.1,
        "ys_area_um2": 20200,
        "ys_warn_count": 1,
    },
    "sta": {
        "slew-limit-headroom_pct": 51.3,
        "fmax_ghz": 0.198,
        "setup_viol": 0,
        "fin_crit_ps": 5040,
        "worstMarginPinSlew_ps": 731,
        "finalSetupTns_ps": 0,
        "holdWs_ps": 1390,
        "finalCritPeriodShare_pct": 88.4,
        "hold_viol": 0,
        "maxSlewViolCount": 0,
        "rsz0062_at_grt": "no",
    },
    "die": {
        "boundaryPins": 44,
        "die_h_um": 262,
        "rows": 94,
        "die_area_um2": 68400,
        "core_util_floorplan_pct": 30.5,
        "core_um2": 66200,
        "die-width_um": 262,
    },
    "clock_network": {
        "cts_tree": "done",
        "cts_resized": 0,
        "ctsRootBufferMaster": "clkbuf_16",
        "path_clk_slew_ps": 50,
        "numCtsBuffers": 52,
        "ctsHtreeMaxLevel": 2,
        "cts.sinks": 512,
        "clk_path_buf_depth": 3,
        "ctsHoldBuffers": 0,
        "postCtsSetupRepairBufs": 0,
    },
    "job": {
        "openroad.warnings": 25,
        "maxCapViolations": 0,
    },
    "power_and_ir_drop": {
        "p_leak_nw": 8.03,
        "power_density_nw_per_um2": 337,
        "ir_worst_vdd_mv": 0.235,
        "total_power_mw": 7.90,
    },
    "grt": {
        "grt_util_met1_pct": 19.0,
        "grt_pass1_vias": 10700,
        "grt_first_pass_wirelength_um": 69900,
        "top_usage_layer": "met2",
        "grt_use_total_pct": 15.0,
        "overflow": 0,
        "antenna_found_initial": 1,
        "gr-usage-met3_pct": 9.43,
        "gr-usage-met2_pct": 22.6,
        "grt_start_max_net_pins": 79,
    },
    "final_layout": {
        "comb_area_um2": 4320,
        "top_regs": "reg_file (512)",
        "fin_cells": 2133,
        "final_util_pct": 35.4,
        "largest_reg_flops": 512,
        "layout-drive-gt1-share_pct": 11.8,
        "flop_area_um2": 15400,
        "syn_to_final_growth_pct": 16.1,
        "top_register": "reg_file",
        "fillers": 6045,
    },
    "critical_path": {
        "endpoint_kind": "output pin",
        "endpoint": "rd_data[11]",
        "startpoint_type": "input port",
        "arrival_ps": 3900,
        "path_class": "in2out",
        "critPathLaunch": "rd_addr[2]",
        "critPathRequiredTime_ps": 4560,
        "path_max_fanout": 18,
    },
    "hold_path": {
        "hold_path.class": "in2reg",
    },
    "placement": {
        "io_buffer_count": 43,
        "place_inst": 2040,
        "post-dp-hpwl_um": 27600,
        "gp_congestion": 0.841,
    },
    "detailed_routing": {
        "dr.pass1.iters": 7,
        "wl_um": 47600,
        "ant_nets": 0,
        "num_vias": 10400,
        "routedWlPerCell_um": 22.3,
        "drt_iter0_drc": 673,
        "antennaDiodeCount": 0,
        "route.detailed.drc": 0,
        "vias_per_cell": 4.88,
    },
    "outcome": {
        "status": "finished, final reports clean",
    },
}
-- layout by cell type (no fill, tap or decap), drive strengths merged, types with 2 or more instances in the layout --
master         count
a21oi             32
a22o              32
a22oi             64
a31oi             16
buf               74
bufinv             4
clkbuf            66
clkdlybuf4s50     42
clkinv            22
edfxtp           512
mux2i            256
nand2             33
nand2b             2
nand3             34
nand3b             5
nand4             16
nor2              34
nor2b              2
nor3              16
or3b               3
-- final cells by class --
type,instances,area share [%]
tap,864,4.61
sequential,512,65.5
clock buffer,66,5.95
clock inverter,27,1.01
timing repair buffer,116,4.51
multi-input combinational,548,18.4
-- kinds of logic after synthesis --
group                  count (synthesis)  synth area share (%)
flip-flops                           512                  76.1
multiplexers                         256                  12.7
AND/OR/NAND/NOR                      148                  3.55
AND-OR/OR-AND                        144                  5.05
buffers and inverters                 67                  2.67
-- metrics by stage --
step	area (um2)	worst slack [ps]
6_report	23500	658
5_1_grt	23500	537
4_1_cts	23500	605
3_5_place_dp	21800	607
3_3_place_gp	21800	630
2_1_floorplan	20200	2440
-- worst max-delay path, stage by stage --
cell	delay, ps
clkdlybuf4s50_1	610
nor2b_4	470
buf_4	380
buf_4	320
a22oi_1	100
a31oi_1	290
nand3_1	150
clkdlybuf4s50_1	430
-- worst min-delay path by stage --
| stage | start | end | slack [ps] | cells past startpoint |
|---|---|---|---|---|
| finish | wr_data[0] | reg_file[4][0] | 1390 | 2 |
| CTS | wr_data[13] | reg_file[9][13] | 1370 | 2 |
| global route | wr_data[15] | reg_file[2][15] | 1400 | 2 |
-- power breakdown --
part | switching [mW] | total [mW] | internal (mW)
combinational | 0.273 | 0.443 | 0.170
sequential | 0.00886 | 4.20 | 4.19
clock | 1.36 | 3.26 | 1.90
total | 1.64 | 7.90 | 6.26
-- routing by layer --
layer | wire length [um] | vias to the layer above | part of all wire, %
met5 | 71 | - | 0.15
met1 | 17900 | 5148 | 38
met2 | 22500 | 472 | 47
met4 | 898 | 4 | 1.9
li1 | - | 4722 | -
met3 | 6230 | 58 | 13
Power figures rest on the tool's default switching activity, not on a simulated workload.
