===== /design/flow/design.v =====
module SYNC_RAM(q, d, addr, we, en, clk);
  parameter DWIDTH = 32;            
  parameter AWIDTH = 14;            
  parameter DEPTH  = 1 << AWIDTH;  
  parameter MIF_HEX = "";
  parameter MIF_BIN = "";
  input  wire              clk;
  input  wire [AWIDTH-1:0] addr;  
  input  wire              we;    
  input  wire              en;    
  input  wire [DWIDTH-1:0] d;     
  output wire [DWIDTH-1:0] q;     
  reg [DWIDTH-1:0] mem [0:DEPTH-1];
  reg [DWIDTH-1:0] read_data_reg;
  initial begin
    if (MIF_BIN != "") begin
      $display("%s", MIF_BIN);
      $readmemb(MIF_BIN, mem, 0, DEPTH-1);
    end
    else if (MIF_HEX != "") begin
      $display("%s", MIF_HEX);
      $readmemh(MIF_HEX, mem, 0, DEPTH-1);
    end
  end
  always @(posedge clk) begin
    if (en) begin
      if (we)
        mem[addr] <= d;
      read_data_reg <= mem[addr];
    end
  end
  assign q = read_data_reg;
endmodule  
module SYNC_RAM_DP(q0, d0, addr0, we0, en0, q1, d1, addr1, we1, en1, clk);
  parameter DWIDTH = 8;              
  parameter AWIDTH = 8;              
  parameter DEPTH  = (1 << AWIDTH);  
  parameter MIF_HEX = "";
  parameter MIF_BIN = "";
  input  wire              clk;
  input  wire [AWIDTH-1:0] addr0, addr1;  
  input  wire              we0, we1;      
  input  wire              en0, en1;      
  input  wire [DWIDTH-1:0] d0, d1;        
  output wire [DWIDTH-1:0] q0, q1;        
  reg [DWIDTH-1:0] mem [0:DEPTH-1];
  integer i;
  initial begin
    if (MIF_HEX != "") begin
      $readmemh(MIF_HEX, mem);
    end
    else if (MIF_BIN != "") begin
      $readmemb(MIF_BIN, mem);
    end
    else begin
      for (i = 0; i < DEPTH; i = i + 1) begin
        mem[i] = 0;
      end
    end
  end
  reg [DWIDTH-1:0] read_data0_reg, read_data1_reg;
  always @(posedge clk) begin
    if (en0) begin
      if (we0)
        mem[addr0] <= d0;
      read_data0_reg <= mem[addr0];
    end
  end
  always @(posedge clk) begin
    if (en1) begin
      if (we1)
        mem[addr1] <= d1;
      read_data1_reg <= mem[addr1];
    end
  end
  assign q0 = read_data0_reg;
  assign q1 = read_data1_reg;
endmodule  

===== /design/flow/run.sh =====
#!/bin/bash
# OpenROAD 26Q1-2900-gdf79404cd8, Yosys 0.63+post, stock flow scripts
make -C /OpenROAD-flow-scripts/flow DESIGN_CONFIG=/design/flow/config.mk WORK_HOME=/design/flow/orfs finish

===== /design/flow/config.mk =====
export PLATFORM = sky130hd
export DESIGN_NAME = SYNC_RAM_DP
export DESIGN_NICKNAME = SYNC_RAM_DP
export VERILOG_FILES = /design/flow/design.v
export SDC_FILE = /design/flow/constraint.sdc
export NUM_CORES = 4
export LEC_CHECK = 1
export CORE_UTILIZATION = 50

===== /design/flow/constraint.sdc =====
current_design SYNC_RAM_DP

set clk_period 23.1
set clk_io_pct 0.2

create_clock -name clk0 -period $clk_period [get_ports {clk}]

set non_clock_inputs [all_inputs -no_clocks]
set_input_delay [expr $clk_period * $clk_io_pct] -clock clk0 $non_clock_inputs
set_output_delay [expr $clk_period * $clk_io_pct] -clock clk0 [all_outputs]

==> Slide: Implementation Results <==
Key Metrics from the Run

Clock tree
  • CTS sink cnt: 2064
  • CTS tree: built
  • Cts hold-fix bufs: 0
  • Late-Pin Clk Latency: 890 ps
  • Reg clk slew, reported paths: 60 ps
  • Inserted Clock Buffers: 231
  • Post-CTS setup buffer count: 0
  • CTS resizes: 0
  • Root Buffer: clkbuf_16
  • CTS max path bufs: 3
  • H-tree depth: 4

Worst setup path
  • Crit path launch: addr1[0]
  • Crit path max-delay family: buffers and inverters
  • Critical Path Fanout Max: about 53
  • CP bufs+invs: 7
  • Worst path cell trace: buf_8 > buf_4 > buf_4 > buf_4 > buf_4 > buf_4 > mux4_2 > a22oi_1 > a21oi_1 > o41ai_1 > buf_4 > nand4_1
  • Worst setup path class: in -> reg
  • Most common cell on crit path: buf_4
  • CP endpoint kind: flip-flop
  • Slowest stage delay, CP: around 1100 ps
  • CP endpoint: read_data1_reg[0]
  • CP required: between 20000 and 25000 ps
  • Capturing point of the worst reg2reg path: read_data1_reg[0]
  • Critical Path Slowest Stage Cell: o41ai_1
  • Startpoint Class: input port
  • Reg2Reg Depth: 6
  • Number of cells on the critical path: 12
  • R2r setup slk: 19800 ps
  • Worst R2R Start: mem[248][0]
  • Crit path DAT: 10920 ps

Die
  • # IOs: about 53
  • Row Count: between 150 and 200
  • FP Core Util: 50.4%
  • Die Ht: approximately 490 um
  • Die ar.: 0.245 mm2
  • Core Footprint: 0.241 mm2
  • Die Wd: 494 um

Min path
  • Worst hold path depth: 5
  • Hold Crit Class: reg -> reg

Detailed routing
  • DRT Pass-1 Iters: 6
  • Remaining antenna violation count: 0
  • DRT Wirelength: about 450000 um
  • Via-to-Cell Ratio: 7.22
  • Per-cell routed wire length: roughly 42 um
  • DRT iter0 DRCs: between 5000 and 6000
  • Via count: 78300
  • DRC: 0

Timing
  • Fin Hold WS: 1090 ps
  • RSZ-0062 raised after global routing: false
  • Final setup fails: 0
  • Worst slew pin tran: 1300 ps
  • Setup TNS: 0 ps
  • Fmax: 96.9 MHz
  • Final WS setup: 12780 ps
  • Minimum clock period: 10320 ps
  • Clk_skew: 47.6 ps
  • Final worst path period share: 44.7%
  • Fin. max-slew vios: 0
  • Final Hold Fails: 0
  • Max_slew headroom: 12.1%

Flow run
  • Max Cap Viol: 0
  • OpenROAD warnings: 31

Global routing
  • First-pass GRT wire length: 636000 um
  • Largest net degree at the start of global routing: 103
  • Met2 GRT Util: between 50% and 60%
  • Vias in the first global route: slightly above 80000
  • Global Route met1 Usage: approximately 53%
  • Busiest layer in global routing: met2
  • Grt total ovfl: 0
  • Total track usage: 41.3%
  • Grt met3 use: 27.6%
  • Initial antenna violation count: 31

Place
  • Gpl congestion: 1.01
  • Post-DP HPWL: between 200000 and 300000 um
  • Dpl ws: 11700 ps
  • Buffers on Ports: approximately 52

Power and ir drop
  • Power Total: 0.00870 W
  • Maximum vdd drop: 0.0000636 V
  • Leak Pwr: between 40 and 50 nW
  • Power per cell area: 65.1 mW/mm2

Finish
  • Register area: 0.0620 mm2
  • Synthesis-to-finish area growth: 10.3%
  • Layout cells sized above 1: between 50% and 60%
  • Largest register FFs: around 2000
  • Gate Area: 0.0558 mm2
  • Fillcell total: 18700

Synth
  • EDFF count, synth: 2064
  • Cell Area, Synth: 0.121 mm2
  • YS chip area: 0.121 mm2
  • Post-Syn Area per Cell: 16.0 um2
  • Yosys Instances: roughly 7600
  • Commonest flop: edfxtp_1
  • Warnings, synthesis: 1
  • Yosys reg bits: 2064
  • Post-Synthesis Cells: 7571
  • Register share after synthesis: about 50%
  • Async set-reset flop share out of synthesis: 0%
  • Synth cell types: 32

Run status
  • Outcome: finished, final reports clean
cells in the mapped netlist, types with 5 or more instances:
master,instances,share of area [%]
edfxtp_1,2064,51
mux2_2,1998,19
mux4_2,1024,19
clkbuf_1,719,2.2
a22oi_1,512,3.2
a21oi_1,256,1.1
o22ai_1,165,0.85
nand2_1,133,0.41
buf_2,129,0.53
nor2_2,121,0.62
o21ai_0,91,0.38
buf_1,70,0.22
o41ai_1,64,0.46
mux2_1,50,0.46
nor2_1,47,0.15
buf_4,18,0.11
nand4_1,17,0.088
nor2_4,17,0.16
nor2b_1,14,0.072
nand3_1,12,0.050
nand2_2,10,0.052
buf_6,9,0.084
nand2b_1,6,0.031
nor3_1,6,0.025
nor3b_1,5,0.031
worst min path at each step:
stage | from | end | slack [ps]
global route | mem[3][1] | read_data1_reg[1] | 1170
CTS | mem[97][0] | read_data0_reg[0] | 1100
finish | mem[3][3] | read_data1_reg[3] | 1090
metrics by stage:
step,cells,instance area (um2),util (%)
2_1_floorplan,7571,121000,-
3_3_place_gp,10400,126000,52.5
3_5_place_dp,10400,126000,52.5
4_1_cts,10800,134000,55.5
5_1_grt,10800,134000,55.5
6_report,10900,134000,55.6
worst reg2reg max path, cell delays in order, from the launching register on:
cell	delay (ps)
edfxtp_1	400
mux4_2	520
a22oi_1	400
a21oi_1	220
o41ai_1	1040
buf_4	300
nand4_1	130
final cells by class:
type | count | area share, %
antenna | 47 | 0.0879
clock buffer | 291 | 4.59
clock inverter | 124 | 0.781
inverter | 1 | 0.00281
multi-input combinational | 4561 | 41.7
sequential | 2064 | 46.3
tap | 3185 | 2.98
timing repair buffer | 577 | 3.48
logic make-up after synthesis:
kind of cell / after synthesis / share of synthesized area (%)
AND/OR/NAND/NOR: 401 / 1.77
buffers and inverters: 946 / 3.17
flip-flops: 2064 / 51.1
multiplexers: 3072 / 38.0
AND-OR/OR-AND: 1088 / 5.91
per-layer routing:
layer	vias up	routed length [um]	part of all wire, %
met5	-	910	0.20
met4	47	28700	6.3
met3	1141	75200	17
met2	5293	201000	44
met1	40500	146000	32
li1	31300	-	-
cells in the final DEF (no fill, tap or decap), drive strengths merged, types with 8 or more instances in the layout:
| master | synthesis | layout |
|---|---|---|
| nor2b | 14 | 14 |
| o22ai | 165 | 165 |
| nand3 | 12 | 12 |
| a22oi | 512 | 512 |
| edfxtp | 2064 | 2064 |
| clkinv | 0 | 102 |
| buf | 226 | 545 |
| a21oi | 256 | 256 |
| nor2 | 185 | 185 |
| clkbuf | 719 | 291 |
| mux2 | 2048 | 2048 |
| bufinv | 0 | 17 |
| nor3 | 8 | 8 |
| clkdlybuf4s50 | 0 | 32 |
| mux4 | 1024 | 1024 |
| nand4 | 17 | 17 |
| o21ai | 91 | 91 |
| nand2 | 143 | 143 |
| o41ai | 64 | 64 |
| diode | 0 | 47 |
power by group:
group / switching (W) / total (W) / leakage [nW] / internal, W
clock: 0.00156 / 0.00360 / 3.51 / 0.00204
combinational: 0.000575 / 0.000948 / 19.3 / 0.000373
sequential: 0.0000147 / 0.00415 / 18.6 / 0.00413
total: 0.00215 / 0.00870 / 41.4 / 0.00655
No activity file was given, so power comes from the tool's default toggle rates.
