### design.v
module sync_fifo #(
  parameter FIFO_SIZE = 8,
  parameter FIFO_SIZE_LG2 = $clog2(FIFO_SIZE),
  parameter DWIDTH = 32
)(
  input wire CLK,
  input wire RST,
  output wire FULL,
  output wire ALMOST_FULL,
  input wire WR_EN,
  input wire [DWIDTH-1:0] WR_DATA,
  output wire EMPTY,
  output wire ALMOST_EMPTY,
  input wire RD_EN,
  output wire [DWIDTH-1:0] RD_DATA
);
reg [DWIDTH-1:0] mem[0:FIFO_SIZE-1];
reg [FIFO_SIZE_LG2:0] write_ptr;
reg [FIFO_SIZE_LG2:0] read_ptr;
wire [FIFO_SIZE_LG2:0] write_ptr_next = (write_ptr[FIFO_SIZE_LG2-1:0] == (FIFO_SIZE-1)) ? {~(write_ptr[FIFO_SIZE_LG2]), {(FIFO_SIZE_LG2){1'b0}}} : (write_ptr + 1);
wire [FIFO_SIZE_LG2:0] read_ptr_next = (read_ptr[FIFO_SIZE_LG2-1:0] == (FIFO_SIZE-1)) ? {~(read_ptr[FIFO_SIZE_LG2]), {(FIFO_SIZE_LG2){1'b0}}} : (read_ptr+1);
int i;
always @ (posedge CLK) begin
  if (RST) begin
    write_ptr <= 0;
    read_ptr <= 0;
  end else begin
    if (WR_EN && !FULL) begin
      mem[write_ptr[FIFO_SIZE_LG2-1:0]] <= WR_DATA;
      write_ptr <= write_ptr_next;
    end
    if(RD_EN && !EMPTY) begin
      read_ptr <= read_ptr_next;
    end
  end
end
assign RD_DATA = mem[read_ptr[FIFO_SIZE_LG2-1:0]];
assign EMPTY = (write_ptr == read_ptr);
assign FULL = (write_ptr[FIFO_SIZE_LG2-1:0] == read_ptr[FIFO_SIZE_LG2-1:0]) & (write_ptr[FIFO_SIZE_LG2] != read_ptr[FIFO_SIZE_LG2]);
assign ALMOST_EMPTY = (write_ptr == read_ptr_next);
assign ALMOST_FULL = (write_ptr_next[FIFO_SIZE_LG2-1:0] == read_ptr[FIFO_SIZE_LG2-1:0]) & (write_ptr_next[FIFO_SIZE_LG2] != read_ptr[FIFO_SIZE_LG2]);
endmodule
### run.sh
#!/bin/bash
# OpenROAD 26Q1-2900-gdf79404cd8, Yosys 0.63+post, stock flow scripts
make -C /OpenROAD-flow-scripts/flow DESIGN_CONFIG=/design/flow/config.mk WORK_HOME=/design/flow/orfs finish
### config.mk
export PLATFORM = sky130hd
export DESIGN_NAME = sync_fifo
export DESIGN_NICKNAME = sync_fifo
export VERILOG_FILES = /design/flow/design.v
export SDC_FILE = /design/flow/constraint.sdc
export NUM_CORES = 4
export LEC_CHECK = 1
export CORE_UTILIZATION = 30
### constraint.sdc
current_design sync_fifo

set clk_period 6.9
set clk_io_pct 0.2

create_clock -name clk0 -period $clk_period [get_ports {CLK}]

set non_clock_inputs [all_inputs -no_clocks]
set_input_delay [expr $clk_period * $clk_io_pct] -clock clk0 $non_clock_inputs
set_output_delay [expr $clk_period * $clk_io_pct] -clock clk0 [all_outputs]
==> flow_summary.json <==
{
  "synth_top_area_share_pct": 73.81,
  "drt-pass1-iter-count": 4,
  "r2r_start": "write_ptr[0]$_SDFFE_PP0P_",
  "rsz0062_at_grt": "false",
  "syn_inst": 464,
  "cp-start-kind": "flip-flop",
  "vias": 4728,
  "yosysWarnings": 1,
  "p_sw_share_pct": 20.08,
  "cts.sinks": 267,
  "track_usage_pct": 12.33,
  "core_area_um2": 33870,
  "max-cap-violations": 0,
  "hold_violations": 0,
  "p_leak_nw": 3.837,
  "status": "complete, no violations",
  "cts_buffers": 27,
  "cp_cell_sequence": "buf_4 > mux4_2 > mux2_2 > clkdlybuf4s50_1",
  "cts-root-buf": "clkbuf_16",
  "powerDensity_nw_per_um2": 276.0,
  "place.gp.congestion": 0.7770,
  "crit_slowest_cell": "dfxtp_4",
  "cts_hold_buf": 0,
  "cp-end-kind": "primary output",
  "portBuffers": 71,
  "yosys.area.top_type": "edfxtp_1",
  "wl_mm": 19.90,
  "min_period_ns": 4.677,
  "detail-route-antenna-nets": 0,
  "holdCritPathClass": "reg -> reg",
  "grt_max_degree": 54,
  "whs_ns": 0.5508,
  "placed_cell_area_um2": 11720,
  "syn_area_um2": 10410,
  "dp_hpwl_mm": 10.58,
  "top_cell": "edfxtp_1",
  "fillers": 2997,
  "grt_pass1_vias": 5355,
  "relSlewSlack_pct": 48.26,
  "synth-edff-count": 256,
  "die_h_um": 188.3,
  "post-cts-setup-buffer-count": 0,
  "layout-drive-gt1-share_pct": 28.65,
  "min_period_over_period_pct": 67.78,
  "wire_per_inst_um": 19.55,
  "finalSetupTns_ns": 0,
  "grt_pass1_wl_mm": 30.48,
  "cts_tree": "built",
  "area_leaders": "edfxtp_1 74%, mux4_2 14%, mux2_2 3.5%",
  "crit_fanout": 34,
  "cts_resized": 0,
  "clock_power_share_pct": 38.1,
  "rows": 67,
  "ys_ff": 267,
  "synth_cell_types": 34,
  "tightestPinTransition_ns": 0.7761,
  "dr.first_iter.drc_count": 307,
  "area_growth_pct": 20.39,
  "cts.path.max_buffers": 3,
  "power.share.combinational_pct": 9.0,
  "warnings": 25,
  "p_int_mw": 2.766,
  "ir_drop_mv": 0.1299,
  "flop_cell": "edfxtp_1",
  "critPathKind": "reg -> out",
  "drc_errors": 0,
  "finalSetupViolCount": 0,
  "syn_avg_cell_area_um2": 22.45,
  "clock.fmax_mhz": 213.8,
  "async_reset_ff_share_pct": 0,
  "drv_slew": 0,
  "ys_cells": 464,
  "ys_seq_share_pct": 75.93,
  "die-area_um2": 35470,
  "htree_levels": 1,
  "fp_util_pct": 30.75,
  "yosys-top-cells-count": "256 x edfxtp_1, 64 x mux4_2, 32 x mux2_2",
  "clk-insertion-delay-late_ns": 0.53,
  "slowest_delay_ns": 0.75,
  "grt_antenna_before_repair": 3,
  "switching_power_uw": 695.0,
  "cp.required_ns": 5.52,
  "gr-total-overflow": 0,
  "path_clk_slew_ns": 0.06,
  "viasPerCell": 4.644,
  "power_mw": 3.461,
  "min_from": "read_ptr[3]$_SDFFE_PP0P_",
  "worstPathArrival_ns": 3.30,
  "design_area_um2": 12540,
  "ioPinCount": 72,
  "synth_chip_area_um2": 10410,
  "die_x_um": 188.3,
  "fin_skew_ns": 0.02841,
  "p_seq_share_pct": 52.9
}
-- path summary, 6_finish.rpt --
path                                   end  slack (ns)  cells after the start
setup / recovery               RD_DATA[31]        2.22                      4
hold / removal    read_ptr[3]$_SDFFE_PP0P_        0.55                      2
setup reg to reg      mem[2][13]$_DFFE_PP_        4.08                      5
hold reg to reg   read_ptr[3]$_SDFFE_PP0P_        0.55                      2
-- metal layers --
layer	wire (um)	track usage, %
met1	7310	15.44
met2	9705	19.37
met3	2505	7.454
met4	346	1.830
met5	31	0
-- stage by stage --
stage          setup WS, ns  utilization, %  instances
4_1_cts               2.073           37.01       1017
6_report              2.223           37.02       1018
5_1_grt               1.977           37.01       1017
2_1_floorplan         3.110               -        464
3_5_place_dp          2.638           34.62        971
3_3_place_gp          2.676           34.62        971
-- worst max-delay path: cells and delay by family (launching register included) --
kind	cells	cell delay, ns
buffers and inverters	2	1.09
multiplexers	2	0.90
flip-flops	1	0.75
-- power groups by stage --
stage	Combinational, mW	Clock, mW	Sequential (mW)
5_1_grt	0.340	1.42	1.84
4_1_cts	0.320	1.35	1.83
6_report	0.311	1.32	1.83
-- sequential cells by signal (all words and copies together), names as in the netlist, named ones only --
register and cells:
mem 256, read_ptr 4, write_ptr 4
-- placed cells by master (no fill, tap or decap), types with 5 or more instances in the layout --
cell type / count
edfxtp_1: 256
clkdlybuf4s50_1: 71
mux4_2: 64
mux2_2: 32
clkbuf_16: 27
nor2_1: 12
buf_4: 11
clkbuf_1: 8
dfxtp_1: 8
nor2_4: 6
nand2_1: 6
or3_1: 5
mux2i_1: 5
clkbuf_8: 5
-- area by class of cell --
| type | instances | area [um^2] | share of cell area [%] |
|---|---|---|---|
| sequential | 267 | 7916 | 63.14 |
| multi-input combinational | 174 | 2454 | 19.57 |
| timing repair buffer | 82 | 793.3 | 6.327 |
| clock buffer | 40 | 774.5 | 6.177 |
| tap | 448 | 560.5 | 4.471 |
| clock inverter | 6 | 37.54 | 0.2994 |
| antenna | 1 | 2.502 | 0.01996 |
-- logic make-up (layout without fill, tap and decap cells) --
family          after synthesis  count (layout)  share of synthesized area [%]
flops                       267             267                          75.92
buf+inv                      23             128                          1.069
fa+ha+maj                     4               4                         0.4806
simple gates                 45              45                          2.331
other cells                   0               1                              0
xor+xnor                     10              10                          1.165
compound gates               14              14                          1.249
mux                         101             101                          17.78
No activity file was given, so power comes from the tool's default toggle rates.
